## flow/run.sh

```bash
#!/bin/bash
# OpenROAD 26Q1-2900-gdf79404cd8, Yosys 0.63+post, stock flow scripts
make -C /OpenROAD-flow-scripts/flow DESIGN_CONFIG=/design/flow/config.mk WORK_HOME=/design/flow/orfs finish
```

## flow/config.mk

```make
export PLATFORM = sky130hd
export DESIGN_NAME = sum
export DESIGN_NICKNAME = sum
export VERILOG_FILES = /design/flow/design.v
export SDC_FILE = /design/flow/constraint.sdc
export NUM_CORES = 4
export LEC_CHECK = 1
export CORE_AREA = 10 10 107 107
export DIE_AREA = 0 0 117 117
```

## flow/constraint.sdc

```tcl
current_design sum

set clk_period 24.1
set clk_io_pct 0.2

create_clock -name clk0 -period $clk_period

set non_clock_inputs [all_inputs -no_clocks]
set_input_delay [expr $clk_period * $clk_io_pct] -clock clk0 $non_clock_inputs
set_output_delay [expr $clk_period * $clk_io_pct] -clock clk0 [all_outputs]
```

## flow/design.v

```verilog
`timescale 1ns / 1ps
package riscv_pkg;
    typedef enum {ALU_ADD,
                  ALU_SUB,
                  ALU_XOR,
                  ALU_OR,
                  ALU_AND,
                  ALU_SLL,
                  ALU_SRL,
                  ALU_SRA,
                  ALU_SLT,
                  ALU_SLTU
                 } alu_cmd_t;
    typedef enum {
                 IMM_I,
                 IMM_S,
                 IMM_B,
                 IMM_J,
                 IMM_U
                 } immsrc_e;
    typedef enum logic[6:0] {
                 LOAD =7'b0000011,
                 STORE=7'b0100011,
                 BRANCH=7'b1100011,
                 JALR=7'b1100111,
                 JAL=7'b1101111,
                 OPIMM=7'b0010011,
                 AUIPC=7'b0010111,
                 LUI=7'b0110111,
                 OP=7'b0110011
    } cmd_op;
    typedef struct packed {
        logic[31:25] func7;
        logic[24:20] rs2;
        logic[19:15] rs1;
        logic[14:12] func3;
        logic[11:7] rd;
        logic[6:0] opcode;
    } r_cmd_t;
    typedef struct packed {
        logic[31:20] imm_11_0;
        logic[19:15] rs1;
        logic[14:12] func3;
        logic[11:7] rd;
        logic[6:0] opcode;
    } i_cmd_t;
    typedef struct packed {
        logic[31:25] imm_11_5;
        logic[24:20] rs2;
        logic[19:15] rs1;
        logic[14:12] func3;
        logic[11:7] imm_4_0;
        logic[6:0] opcode;
    } s_cmd_t;
    typedef struct packed {
        logic imm_12;
        logic[30:25] imm_10_5;
        logic[24:20] rs2;
        logic[19:15] rs1;
        logic[14:12] func3;
        logic[11:8] imm_4_1;
        logic imm_11;
        logic[6:0] opcode;
    } b_cmd_t;
    typedef struct packed {
        logic[31:12] imm_31_12;
        logic[11:7] rd;
        logic[6:0] opcode;
    } u_cmd_t;
    typedef struct packed {
        logic imm_20;
        logic[30:21] imm_10_1;
        logic imm_11;
        logic[19:12] imm_19_12;
        logic[11:7] rd;
        logic[6:0] opcode;
    } j_cmd_t;
    typedef union packed{
        struct packed{
        logic[31:7] bits;
        logic[6:0] opcode;
        } raw;
        r_cmd_t r;
        i_cmd_t i;
        s_cmd_t s;
        b_cmd_t b;
        u_cmd_t u;
        j_cmd_t j;
    } cmd_t;
    localparam XLEN = 32;
    localparam REG_CNT = 32;
    localparam REG_AWIDTH = $clog2(REG_CNT);
endpackage : riscv_pkg
`timescale 1ns / 1ps
import riscv_pkg::*;
module sum(
    input[XLEN-1:0] A0,
    input[XLEN-1:0] A1,
    output logic[XLEN-1:0] F
    );
    always_comb begin
        F<=A0+A1;
    end
endmodule
```

==> writeup.txt <==
The run finished with clean final reports. The region available for standard cell placement spans 9200 um^2. The logs give 0 for the final count of hold timing violations and 0 for the number of clock buffer instances in the layout. Pin count of the biggest net entering global routing: 11. The die span in x works out to 117 um. With the number of endpoints failing setup at the final stage at 0, the area overhead of the layout relative to synthesis is 60.5%. The via count of the first global-routing pass was 2,097; the HPWL after detailed placement was 5560 um. The run gives 1 for the number of warnings reported in the yosys synthesis log. The critical-path cell with the highest stage delay was sky130_fd_sc_hd__clkdlybuf4s50_1. The data required time of the worst path came out at 19,280 ps. The post-synthesis average cell area came out at 7.24 um^2. The clock period could shrink to 12,640 ps. With the cell count after synthesis at 241, the row count is 35. The logs give 0 for the final antenna-violating net count and 6310 um for the routed wire length.

Per the Yosys statistics, synthesis produced 241 cells. The highest fanout seen on the critical path works out to 4. Power spread over the standard cell area amounts to 29.1 nW/um^2. The worst endpoint data arrival time was 7820 ps.

Listed in order, past its start point the critical path passes clkdlybuf4s50_1, ha_1, fa_1, a21o_1, a31o_2, nand3_1, o221ai_1, a311oi_1, o21bai_1, xor2_1, clkdlybuf4s50_1. The area taken by multi-input combinational cells is reported as 1680 um^2. Setup repair after global routing left no endpoint under its margin. For the number of hold-repair buffers added at the cts stage, the log shows 0. Looking at the VDD voltage map, the peak drop is 0.0122 mV. The number of input and output port buffers inserted is 96.

In the routed layout, each cell is associated on average with a via count of 4.79. The routed layout reports a DRC error count of 0. The initial antenna violation count came out at 0. For this run, the number of standard cells in the final layout without fillers is 437.

The worst hold path belongs to the class in2out. The category of the critical setup timing path is in2out. For the violation tally from detailed-route iteration zero, the log shows 81. Looking at area per cell type in the netlist, the leader is sky130_fd_sc_hd__ha_1. Yosys attributes the largest share of cell area to sky130_fd_sc_hd__ha_1 (22%), sky130_fd_sc_hd__a21oi_1 (8.3%), sky130_fd_sc_hd__a21o_1 (8.2%), sky130_fd_sc_hd__xor2_1 (7.5%), sky130_fd_sc_hd__xnor2_1 (6.5%). The pin closest to its max-slew limit shows a slew of 523 ps. The share of synthesized area in the top cell type comes to 22.2%. Among all stages on the critical path, the maximum delay recorded is 500 ps. Hold is met by 10,670 ps.

The final total power was 0.0814 mW. The final layout reports a setup TNS of 0 ps. There are 0 flip-flops and latches. In this run the vertical extent of the chip is 117 um. The Yosys chip area is 1740 um^2, and the sequential-to-total area share from yosys stat is 0%. Most used cell along the critical path: sky130_fd_sc_hd__clkdlybuf4s50_1. The floorplan step defined a die boundary enclosing 13,700 um^2.

For the count of placed standard cells including taps, the log shows 437. STA classifies the critical path startpoint as an input port. Pins over their slew limit in the final report were tallied at 0. Timing would allow up to 79.1 MHz. The run gives 52.5% for the final worst-path cycle share.

The effective utilization at floorplan is 19.0%, and the global-route wire length before repair is 9930 um. Per the detail_route report, inserted antenna diodes total 0. The number of maximum-capacitance violations recorded for the run is 0. The report lists the number of cells resized after CTS as 0. The logs give 0.821 for the final weighted congestion in routability-driven placement and 4 for the number of optimization iterations in the first detailed-route pass. With the worst max-slew margin expressed relative to the limit at 64.3%, the share of post-route cells with drive strength above 1 is 3.07%. The netlist uses 50 different library cells. After synthesis the cells add up to 1740 um^2. The tools report the leakage power figure as 1.18 nW.

Summed over all layers, the global routing overflow is 0. After clock tree synthesis, the setup repair step added 0 buffers. Global routing used 8.73% of the available tracks. In the final layout, the fill cell count is 967. During I/O placement, the number of pins put on the boundary was 96. The worst setup path is captured at an output pin. The area of all sequential standard cells was 0 um^2. The number of warnings reported in the stage logs is 32. For this block, the via count after detailed routing is 2,093. The run gives 14.4 um for the average detailed-routed wire length per instance.
[routing by layer]
metal	track usage, %	part of all wire, %	up-vias
li1	-	-	1095
met2	14.6	45	52
met1	11.2	45	946
met4	0	0	0
met3	3.20	11	0
met5	0	0	-
[path summary, 6_finish.rpt]
check / from / end / slack [ps] / cells past startpoint
worst max-delay path: A1[0] / F[26] / 11460 / 11
worst min-delay path: A0[0] / F[0] / 10670 / 3
[worst max-delay path: cells and delay by family]
kind	cells	cell delay, ps
adders and majority gates	2	650
AOI/OAI and AO/OA	5	1230
buffers and inverters	2	900
and+or+nand+nor	1	90
xor gates and xnor gates	1	130
[power breakdown]
group	internal, mW	switching [mW]	total, mW
Combinational	0.0484	0.0329	0.0814
Sequential	0	0	0
Clock	0	0	0
Total	0.0484	0.0329	0.0814
[synth_stat cells (3+ instances only)]
cell	number
sky130_fd_sc_hd__nand2_1	18
sky130_fd_sc_hd__a21o_1	19
sky130_fd_sc_hd__o21bai_1	4
sky130_fd_sc_hd__nor2_1	12
sky130_fd_sc_hd__or2_2	3
sky130_fd_sc_hd__o21ai_0	13
sky130_fd_sc_hd__nand3_1	10
sky130_fd_sc_hd__a21oi_1	29
sky130_fd_sc_hd__xor2_1	15
sky130_fd_sc_hd__ha_1	31
sky130_fd_sc_hd__xnor2_1	13
sky130_fd_sc_hd__a211oi_1	3
sky130_fd_sc_hd__inv_1	6
sky130_fd_sc_hd__a31oi_1	3
sky130_fd_sc_hd__o211ai_1	3
sky130_fd_sc_hd__nand4_1	8
sky130_fd_sc_hd__clkbuf_1	8
sky130_fd_sc_hd__nor3_1	4
[kinds of logic after synthesis]
| family | count (synthesis) | share of synthesized area (%) |
|---|---|---|
| xor gates and xnor gates | 28 | 14.1 |
| adders and majority gates | 32 | 23.4 |
| buffers and inverters | 17 | 3.80 |
| and+or+nand+nor | 65 | 18.3 |
| muxes | 2 | 1.15 |
| AOI/OAI and AO/OA | 97 | 39.3 |
[cell type report]
cell class | instances | area share [%]
timing repair buffer | 96 | 34.3
multi-input combinational | 224 | 59.9
inverter | 6 | 0.804
tap | 111 | 4.96
[cell usage in the layout, fill, tap and decap left out, types with 2 or more instances in the layout]
master,synthesis,final
sky130_fd_sc_hd__or2_2,3,3
sky130_fd_sc_hd__nand4_1,8,8
sky130_fd_sc_hd__a211oi_1,3,3
sky130_fd_sc_hd__a21o_1,19,19
sky130_fd_sc_hd__mux2i_1,2,2
sky130_fd_sc_hd__nor2_1,12,12
sky130_fd_sc_hd__nor3_1,4,4
sky130_fd_sc_hd__o211ai_1,3,3
sky130_fd_sc_hd__xor2_1,15,15
sky130_fd_sc_hd__a21oi_1,29,29
sky130_fd_sc_hd__xnor2_1,13,13
sky130_fd_sc_hd__a311oi_1,2,2
sky130_fd_sc_hd__ha_1,31,31
sky130_fd_sc_hd__o21a_1,2,2
sky130_fd_sc_hd__a31oi_1,3,3
sky130_fd_sc_hd__nand3_1,10,10
sky130_fd_sc_hd__nand2_1,18,18
sky130_fd_sc_hd__o311ai_1,2,2
sky130_fd_sc_hd__o21ai_0,13,13
sky130_fd_sc_hd__inv_1,6,6
sky130_fd_sc_hd__clkdlybuf4s50_1,0,96
sky130_fd_sc_hd__o21bai_1,4,4
sky130_fd_sc_hd__o221ai_1,2,2
sky130_fd_sc_hd__nand2b_1,2,2
[through the flow]
step / cell area, um^2 / setup slack, ps / util (%)
detailed placement: 2800 / 11430 / 30.4
finish: 2800 / 11460 / 30.4
global route: 2800 / 11260 / 30.4
global placement: 2800 / 11480 / 30.4
floorplan: 1740 / 12630 / -
CTS: 2800 / 11430 / 30.4
No activity file was given, so power comes from the tool's default toggle rates.

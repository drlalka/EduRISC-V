## flow/config.mk

```make
export PLATFORM = sky130hd
export DESIGN_NAME = mx2
export DESIGN_NICKNAME = mx2
export VERILOG_FILES = /design/flow/design.v
export SDC_FILE = /design/flow/constraint.sdc
export NUM_CORES = 4
export LEC_CHECK = 1
export CORE_AREA = 10 10 71 71
export DIE_AREA = 0 0 81 81
```

## flow/constraint.sdc

```tcl
current_design mx2

set clk_period 1.0
set clk_io_pct 0.2

create_clock -name clk0 -period $clk_period

set non_clock_inputs [all_inputs -no_clocks]
set_input_delay [expr $clk_period * $clk_io_pct] -clock clk0 $non_clock_inputs
set_output_delay [expr $clk_period * $clk_io_pct] -clock clk0 [all_outputs]
```

## flow/design.v

```verilog
`timescale 1ns / 1ps
package riscv_pkg;
    typedef enum {ALU_ADD,
                  ALU_SUB,
                  ALU_XOR,
                  ALU_OR,
                  ALU_AND,
                  ALU_SLL,
                  ALU_SRL,
                  ALU_SRA,
                  ALU_SLT,
                  ALU_SLTU
                 } alu_cmd_t;
    typedef enum {
                 IMM_I,
                 IMM_S,
                 IMM_B,
                 IMM_J,
                 IMM_U
                 } immsrc_e;
    typedef enum logic[6:0] {
                 LOAD =7'b0000011,
                 STORE=7'b0100011,
                 BRANCH=7'b1100011,
                 JALR=7'b1100111,
                 JAL=7'b1101111,
                 OPIMM=7'b0010011,
                 AUIPC=7'b0010111,
                 LUI=7'b0110111,
                 OP=7'b0110011
    } cmd_op;
    typedef struct packed {
        logic[31:25] func7;
        logic[24:20] rs2;
        logic[19:15] rs1;
        logic[14:12] func3;
        logic[11:7] rd;
        logic[6:0] opcode;
    } r_cmd_t;
    typedef struct packed {
        logic[31:20] imm_11_0;
        logic[19:15] rs1;
        logic[14:12] func3;
        logic[11:7] rd;
        logic[6:0] opcode;
    } i_cmd_t;
    typedef struct packed {
        logic[31:25] imm_11_5;
        logic[24:20] rs2;
        logic[19:15] rs1;
        logic[14:12] func3;
        logic[11:7] imm_4_0;
        logic[6:0] opcode;
    } s_cmd_t;
    typedef struct packed {
        logic imm_12;
        logic[30:25] imm_10_5;
        logic[24:20] rs2;
        logic[19:15] rs1;
        logic[14:12] func3;
        logic[11:8] imm_4_1;
        logic imm_11;
        logic[6:0] opcode;
    } b_cmd_t;
    typedef struct packed {
        logic[31:12] imm_31_12;
        logic[11:7] rd;
        logic[6:0] opcode;
    } u_cmd_t;
    typedef struct packed {
        logic imm_20;
        logic[30:21] imm_10_1;
        logic imm_11;
        logic[19:12] imm_19_12;
        logic[11:7] rd;
        logic[6:0] opcode;
    } j_cmd_t;
    typedef union packed{
        struct packed{
        logic[31:7] bits;
        logic[6:0] opcode;
        } raw;
        r_cmd_t r;
        i_cmd_t i;
        s_cmd_t s;
        b_cmd_t b;
        u_cmd_t u;
        j_cmd_t j;
    } cmd_t;
    localparam XLEN = 32;
    localparam REG_CNT = 32;
    localparam REG_AWIDTH = $clog2(REG_CNT);
endpackage : riscv_pkg
`timescale 1ns / 1ps
import riscv_pkg::*;
module mx2(
    input[XLEN-1:0] A0,
    input[XLEN-1:0] A1,
    input PC,
    output logic[XLEN-1:0] F
    );
    always_comb begin
        F<=PC?A1:A0;
    end
endmodule
```

## flow/run.sh

```bash
#!/bin/bash
# OpenROAD 26Q1-2900-gdf79404cd8, Yosys 0.63+post, stock flow scripts
make -C /OpenROAD-flow-scripts/flow DESIGN_CONFIG=/design/flow/config.mk WORK_HOME=/design/flow/orfs finish
```

==> results_slide.txt <==
Flow Results at a Glance

Outcome
  – Outcome: finished, violations left
  – Failing checks: negative setup slack

Flow run
  – Log Warnings: 34
  – Max Cap Viol: 0

Global routing
  – Gr ovfl total: 0
  – Largest net degree at the start of global routing: 11
  – Vias in the first global route: 764
  – Initial antenna violation count: 0
  – Gr usage total: 0.0779
  – First-pass GRT wire length: 4140 um

Finish
  – Share of cells above drive strength 1: 0.540
  – Core Util, Final: 0.438
  – Fill count: 357
  – Final Instance Count excl. Fillers: 187
  – Sequential cell area: 0 um^2
  – Clkbuf count: 0
  – Seq_cells: 0
  – Area grow syn2layout: 192%

Floorplan
  – Initial Util: 0.150
  – Std-Cell Rows: 22
  – Core area: 0.00363 mm^2
  – Die H: 81 um
  – Die width: 81 um
  – # IOs: 97
  – Die area: 0.00656 mm^2

Critical path
  – CP arrival: 980 ps
  – CP startpoint kind: input pin
  – Crit Path Category: input pin to primary output
  – Worst-path maximum fanout: 6
  – Worst setup EP type: primary output
  – Critical Path RT: 800 ps

Placement
  – DP HPWL: 2500 um
  – Placed Instances: 179
  – Port bufs: 97
  – RD Place Congestion: 0.832

Synth
  – Yosys adder share: 0
  – Cells after synthesis: 36
  – Ao+oa area frac: 0
  – YS warnings: 1
  – Syn_area_per_cell: 15.1 um^2
  – Yosys top cell by instances: mux2_4
  – Synth area leaders: mux2_4 83%, buf_12 11%, mux2_2 4.1%
  – Area share, top type: 0.828
  – Synth top cells by count: 30 x mux2_4, 3 x buf_12, 2 x mux2_2
  – Unique cell types: 4
  – XORs/XNORs by Area: 0
  – Chip area in the Yosys report: 544 um^2
  – Synthesized area: 544 um^2
  – Simple Share, Synth: 0
  – # Cells Yosys: 36
  – Mux share: 0.869
  – Dominant kind of combinational cell: multiplexers
  – Post-synthesis sequential area ratio: 0
  – Cell accounting for the most synthesized area: mux2_4

Timing
  – Final Hold Viols: 0
  – Max transition margin: 0.942
  – Transition time of the tightest slew-check pin: 87.0 ps
  – Unrepaired setup endpoints after global routing: true
  – Final worst slack: -179 ps
  – Setup violations, final: 32
  – Fmax: 848 MHz
  – Min cycle time layout: 1180 ps
  – Fin crit share: 1.18
  – Max-slew violation count: 0

Drt
  – Ant. Diodes: 0
  – ANT nets after route: 0
  – First drt pass iteration count: 2
  – DR vias: 715
  – WL/cell: 15.4 um
  – DR iter-0 viols: 2
  – Remaining DRCs: 0
  – Final wirelength: 2880 um
  – Vias per cell: 3.82

Hold path
  – Hold path startpoint: A1[29]
  – Hold Path Depth: 3
  – Hold Crit Endpoint: F[29]
  – Hold Path Class: input pin to primary output

Power
  – Power, Total: 0.624 mW
  – VDD IR-drop max: 0.169 mV
  – Cell Pwr Density: 392 mW/mm^2
  – LEAKAGE: 0.872 nW

Clock network
  – Hold-fix buffers at CTS: 0
final cells by class:
class                           instances  area (um^2)  area share
Multi-Input combinational cell         32          477       0.300
Timing Repair Buffer                  107         1050       0.662
Tap cell                               48         60.1      0.0378
repair_timing:
| action | in CTS | in global routing |
|---|---|---|
| endpoints found under the setup margin | 32 | 32 |
| resized | 171 | 10 |
| cloned | 2 | 0 |
| buffers inserted | 5 | 1 |
worst max-delay path by stage:
stage	startpoint	endpoint	slack, ps	cells past startpoint
final	PC	F[4]	-180	5
after CTS	PC	F[4]	-180	5
after global routing	A1[31]	F[31]	-200	3
cells by family (layout without fill, tap and decap cells):
| kind of cell | after synthesis | in the layout |
|---|---|---|
| buf+inv | 4 | 107 |
| mux | 32 | 32 |
where the power goes:
group	switching [mW]	leakage, nW	total [mW]	internal, mW
clock	0	0	0	0
sequential	0	0	0	0
combinational	0.137	0.872	0.624	0.487
placed cells by master, fill, tap and decap left out, drive strengths merged:
cell           Yosys  routed
dlymetal6s2s       0       4
dlygate4sd2        0      51
clkdlybuf4s50      0       9
buf                4      43
mux2              32      32
through the flow:
step | setup slack [ps] | cell area (um^2) | TNS, ps | hold slack, ps
4_1_cts | -181 | 1540 | -3620 | 751
6_report | -179 | 1590 | -3300 | 691
3_5_place_dp | -512 | 1540 | -15810 | 1190
5_1_grt | -196 | 1590 | -3860 | 717
3_3_place_gp | -504 | 1540 | -15610 | 1170
2_1_floorplan | 66.9 | 544 | 0 | 498
routing by layer:
layer / share of wire / global-route usage
met3: 0.12 / 0.0278
met2: 0.50 / 0.143
met1: 0.37 / 0.0903
met5: 0 / 0
met4: 0 / 0
worst max-delay path: stages:
cell and delay (ps):
buf_12 120, buf_12 130, buf_12 120, mux2_4 290
buf_6 110
No activity file was given, so power comes from the tool's default toggle rates.

--- ./design.v ---
`timescale 1ns / 1ps
package riscv_pkg;
    typedef enum {ALU_ADD,
                  ALU_SUB,
                  ALU_XOR,
                  ALU_OR,
                  ALU_AND,
                  ALU_SLL,
                  ALU_SRL,
                  ALU_SRA,
                  ALU_SLT,
                  ALU_SLTU
                 } alu_cmd_t;
    typedef enum {
                 IMM_I,
                 IMM_S,
                 IMM_B,
                 IMM_J,
                 IMM_U
                 } immsrc_e;
    typedef enum logic[6:0] {
                 LOAD =7'b0000011,
                 STORE=7'b0100011,
                 BRANCH=7'b1100011,
                 JALR=7'b1100111,
                 JAL=7'b1101111,
                 OPIMM=7'b0010011,
                 AUIPC=7'b0010111,
                 LUI=7'b0110111,
                 OP=7'b0110011
    } cmd_op;
    typedef struct packed {
        logic[31:25] func7;
        logic[24:20] rs2;
        logic[19:15] rs1;
        logic[14:12] func3;
        logic[11:7] rd;
        logic[6:0] opcode;
    } r_cmd_t;
    typedef struct packed {
        logic[31:20] imm_11_0;
        logic[19:15] rs1;
        logic[14:12] func3;
        logic[11:7] rd;
        logic[6:0] opcode;
    } i_cmd_t;
    typedef struct packed {
        logic[31:25] imm_11_5;
        logic[24:20] rs2;
        logic[19:15] rs1;
        logic[14:12] func3;
        logic[11:7] imm_4_0;
        logic[6:0] opcode;
    } s_cmd_t;
    typedef struct packed {
        logic imm_12;
        logic[30:25] imm_10_5;
        logic[24:20] rs2;
        logic[19:15] rs1;
        logic[14:12] func3;
        logic[11:8] imm_4_1;
        logic imm_11;
        logic[6:0] opcode;
    } b_cmd_t;
    typedef struct packed {
        logic[31:12] imm_31_12;
        logic[11:7] rd;
        logic[6:0] opcode;
    } u_cmd_t;
    typedef struct packed {
        logic imm_20;
        logic[30:21] imm_10_1;
        logic imm_11;
        logic[19:12] imm_19_12;
        logic[11:7] rd;
        logic[6:0] opcode;
    } j_cmd_t;
    typedef union packed{
        struct packed{
        logic[31:7] bits;
        logic[6:0] opcode;
        } raw;
        r_cmd_t r;
        i_cmd_t i;
        s_cmd_t s;
        b_cmd_t b;
        u_cmd_t u;
        j_cmd_t j;
    } cmd_t;
    localparam XLEN = 32;
    localparam REG_CNT = 32;
    localparam REG_AWIDTH = $clog2(REG_CNT);
endpackage : riscv_pkg
`timescale 1ns / 1ps
import riscv_pkg::*;
module mx5(
    input[XLEN-1:0] A0,
    input[XLEN-1:0] A1,
    input[XLEN-1:0] A2,
    input[XLEN-1:0] A3,
    input[XLEN-1:0] A4,
    input[2:0] S,
    output logic[XLEN-1:0] F
    );
    always_comb begin
        case(S)
            3'b000:
                F<=A0;
            3'b001:
                F<=A1;
            3'b010:
                F<=A2;
            3'b011:
                F<=A3;
            3'b100:
                F<=A4;
            default:
                F<='x;
        endcase
    end
endmodule
--- ./run.sh ---
#!/bin/bash
# OpenROAD 26Q1-2900-gdf79404cd8, Yosys 0.63+post, stock flow scripts
make -C /OpenROAD-flow-scripts/flow DESIGN_CONFIG=/design/flow/config.mk WORK_HOME=/design/flow/orfs finish
--- ./constraint.sdc ---
current_design mx5

set clk_period 4.5
set clk_io_pct 0.2

create_clock -name clk0 -period $clk_period

set non_clock_inputs [all_inputs -no_clocks]
set_input_delay [expr $clk_period * $clk_io_pct] -clock clk0 $non_clock_inputs
set_output_delay [expr $clk_period * $clk_io_pct] -clock clk0 [all_outputs]
--- ./config.mk ---
export PLATFORM = sky130hd
export DESIGN_NAME = mx5
export DESIGN_NICKNAME = mx5
export VERILOG_FILES = /design/flow/design.v
export SDC_FILE = /design/flow/constraint.sdc
export NUM_CORES = 4
export LEC_CHECK = 1
export CORE_AREA = 10 10 84 84
export DIE_AREA = 0 0 94 94
==> job_summary.md <==
## Synthesis and layout report

| Metric | Value |
|---|---|
| Status | finished clean |
| Clk_buf instances | 0 |
| Final Hold Fails | 0 |
| Area grow syn2layout | 111% |
| Worst slew pin tran | between 500 and 600 ps |
| Comb area | approximately 1500 um^2 |
| Tcrit/Tclk final | 0.845 |
| Slew Limit Headroom | 0.621 |
| Layout Cells excl Fill | 471 |
| FP Core Util | 0.325 |
| RD Place Congestion | 1.00 |
| First-pass GRT wire length | approximately 14 mm |
| Critical Path Stages | 7 |
| Total grt overflow | 0 |
| Fill cells | around 460 |
| Top Layout Cells | 192 x clkdlybuf4s50_1, 64 x nand3b_1, 32 x a21oi_1, 32 x a221o_1, 32 x o22a_1 |
| IO Pins | just under 200 |
| Critical Path End Type | output pin |
| Cell Pwr Density | between 100 and 150 nW/um^2 |
| Drt wl/cell | around 21 um |
| DP Worst Slack | ~720 ps |
| Final WS setup | ~700 ps |
| Post-CTS Setup Bufs | 0 |
| Die Height | about 94 um |
| Placed insts | 471 |
| Synth Area per Inst | roughly 7.3 um^2 |
| Seq/Total Area, Yosys | 0 |
| Cts repair resizes | 0 |
| ANT nets after route | 0 |
| Share of layout cells above drive strength 1 | 0.0374 |
| Synth cell types | 15 |
| Post-DP HPWL | between 8 and 9 mm |
| Total Routing Usage GR | 0.206 |
| Ant diodes | 0 |
| RSZ-0062 raised after global routing | false |
| Crit path max-delay family | buffers and inverters |
| Setup crit end | F[22] |
| # DRC | 0 |
| Crit path kind | in2out |
| HP Class | in2out |
| Core footprint | 5200 um^2 |
| Yosys stat chip area | about 1700 um^2 |
| Post-Syn Area | 1690 um^2 |
| Hold path startpoint | A0[23] |
| Hold Buf Count CTS | 0 |
| Crit path DRT | about 3600 ps |
| Peak VDD IR | between 0.07 and 0.08 mV |
| Worst-path fanout max | 38 |
| Dominant logic cell type in the layout | clkdlybuf4s50_1 |
| Register area | 0 um^2 |
| Vias in the first global route | ~2.5k |
| Pre-Repair DR Iteration Count | 5 |
| Starting DRC count in detailed routing | 229 |
| CP peak stage delay | about 480 ps |
| Critical path, cell by cell | buf_2 -> buf_4 -> nor3_1 -> nor2_2 -> buf_4 -> o22a_1 -> clkdlybuf4s50_1 |
| Tot Pwr | approximately 360 uW |
| Element type at the critical path start | input pin |
| Mapped Cells | about 230 |
| Synth warnings | 1 |
| Max cap viols | 0 |
| Critical-path top delay cell | clkdlybuf4s50_1 |
| CP startpoint | S[0] |
| Pins over their slew limit | 0 |
| Final core utilization | 0.687 |
| Yosys cell count | about 230 |
| Via/cell ratio | about 5.4 |
| Layout sequential cell count | 0 |
| I/O Buffers | approximately 200 |
| Minimum clock period | about 3800 ps |
| Pin count of the biggest net entering global routing | around 40 |
| Crit path DAT | between 2000 and 3000 ps |
| Final wirelength | 9.84 mm |
| Die ar. | slightly below 9000 um^2 |
| Final TNS setup | 0 ps |
| Total number of vias | ~2.5k |
| Final setup violation count | 0 |
| Tool warnings | 33 |
| Die Wd | 94 um |
| Leak Pwr | around 0.0012 uW |
| Initial antenna violation count | 0 |
| Rows | 26 |
| Buf/Inv on CP | 4 |
| Most frequent CP cell | buf_4 |
| FMAX | around 0.26 GHz |
==> Yosys cell counts <==
library cell  number  share of area
nand3b_1          64           0.28
a21oi_1           32          0.095
a221o_1           32           0.19
o22a_1            32           0.17
nand2b_1          30           0.11
clkbuf_1          13          0.029
buf_2              9          0.027
buf_6              8          0.053
buf_4              4          0.018
or2b_1             2         0.0089
and2_1             1         0.0037
nor2_1             1         0.0022
nor2_2             1         0.0037
nor3_1             1         0.0030
o21a_4             1         0.0089
==> final cells by class <==
cell class / instances / area share
repair buffers: 204 / 0.561
multi-input cells: 197 / 0.415
well taps: 70 / 0.0245
==> where the power goes <==
group          total [uW]  leakage [uW]  internal [uW]  switching [uW]
combinational         358       0.00124            251             107
sequential              0             0              0               0
clock                   0             0              0               0
total                 358       0.00124            251             107
==> layer usage <==
metal / up-vias / part of all wire / GRT usage
met5: - / 0 / 0
met1: 1148 / 0.41 / 0.273
met4: 0 / 0.0092 / 0.0165
li1: 1258 / - / -
met2: 118 / 0.51 / 0.355
met3: 8 / 0.070 / 0.0339
==> cells by family after synthesis <==
family	count (synthesis)	share of synthesized area
compound gates	97	0.458
simple gates	100	0.416
buf+inv	34	0.126
==> through the flow <==
stage,hold slack (ps),instance area (um^2)
5_1_grt,2800,3570
6_report,2750,3570
4_1_cts,2760,3570
3_3_place_gp,2760,3570
3_5_place_dp,2750,3570
2_1_floorplan,1870,1690
==> how the worst min path moves through the flow <==
stage | to | slack [ps] | cells past startpoint
5_1_grt | F[23] | 2800 | 3
6_report | F[23] | 2750 | 3
4_1_cts | F[23] | 2760 | 3
Power is estimated from default activity; no workload was simulated.
